==> ./config.mk <==
export PLATFORM = sky130hd
export DESIGN_NAME = TickCounter
export DESIGN_NICKNAME = TickCounter
export VERILOG_FILES = /design/flow/design.v
export SDC_FILE = /design/flow/constraint.sdc
export NUM_CORES = 4
export LEC_CHECK = 1
export CORE_AREA = 10 10 107 107
export DIE_AREA = 0 0 117 117
==> ./constraint.sdc <==
current_design TickCounter

set clk_period 4.0
set clk_io_pct 0.2

create_clock -name clk0 -period $clk_period [get_ports {clk}]

set non_clock_inputs [all_inputs -no_clocks]
set_input_delay [expr $clk_period * $clk_io_pct] -clock clk0 $non_clock_inputs
set_output_delay [expr $clk_period * $clk_io_pct] -clock clk0 [all_outputs]
==> ./design.v <==
module TickCounter #(
    parameter TICK_COUNT_MAX = 3000000000   
)(
    input  logic clk,
    input  logic rst,  
    output logic tick   
);
    logic [$clog2(TICK_COUNT_MAX):0] counter;
    always_ff @(posedge clk) begin
        if (!rst)
            counter <= 0;
        else if (counter == TICK_COUNT_MAX - 1)
            counter <= 0;
        else
            counter <= counter + 1;
    end
    assign tick = (counter == TICK_COUNT_MAX - 1);
endmodule
==> ./run.sh <==
#!/bin/bash
# OpenROAD 26Q1-2900-gdf79404cd8, Yosys 0.63+post, stock flow scripts
make -C /OpenROAD-flow-scripts/flow DESIGN_CONFIG=/design/flow/config.mk WORK_HOME=/design/flow/orfs finish
==> flow_summary_export.csv <==
group,metric,value,unit
run_status,status,"finished, final reports clean",
flow_run,drv_cap,0,
critical_path,end_kind,"output pin",
global_route,grt_pass1_vias,1186,
place,place_area,1690,sq um
die,die_x,117,microns
clock_tree,h-tree-depth,2,
worst_hold_path,hold_path.class,"reg -> reg",
routing,drtIter0Drc,118,
final_timing,relSlewSlack,46.5,%
synth,synth_area_per_cell,8.77,sq um
synth,synth_warnings,1,
global_route,grt_max_degree,29,
synth,async_flop_share,0,%
final_timing,fin_worst_skew,0.00477,ns
final_timing,setup_viol,0,
synth,top_area_cell,"dfxtp_1",
critical_path,r2r_setup_slack,1.94,ns
final_timing,fmax,338,MHz
routing,via_count,1210,
clock_tree,holdBufCountCts,0,
routing,drc_errors,0,
critical_path,crit_chain,"ha_1 > nand3_2 > nor2_1 > and3_1 > clkdlybuf4s50_1",
final_timing,worst_pin_slew,0.795,ns
worst_hold_path,worstHoldStart,"counter[0]",
die,rows,35,
synth,top_area_share,42.6,%
routing,drt-total-wl,2970,microns
final_layout,largest_register,"counter",
synth,yosysSeqAreaShare,42.6,%
critical_path,crit_path_start_kind,"flip-flop",
final_timing,tns,0,ns
place,hpwl,2100,microns
routing,drtPass1Iterations,4,
synth,area_leaders,"dfxtp_1, xor2_1, nor2_1, xnor2_1, nand3_1",
critical_path,cp_num_cells,5,
final_timing,period_used_share,74.0,%
clock_tree,tritoncts,"done",
clock_tree,ctsResizeCount,0,
critical_path,critPathBufInv,1,
critical_path,r2r_end,"counter[9]",
critical_path,r2r_cells,5,
critical_path,endpoint,"tick",
critical_path,worstPathMaxFanout,8,
global_route,grt_util_all_layers,4.72,%
critical_path,critPathLaunch,"counter[0]",
global_route,grt-ovfl-total,0,
synth,yosys_most_used_dff,"dfxtp_1",
place,dp_cells,286,
power_and_ir_drop,p_per_area,333,nW/um^2
final_layout,final_cells,294,
final_layout,area_delta_synth_final,14.0,%
routing,via_per_inst,4.12,
routing,diodes,0,
power_and_ir_drop,leakagePower,0.000585,uW
die,fp-utilization,16.9,%
synth,ys_seq_elements,33,
critical_path,required,3.20,ns
synth,syn-cell-area,1550,sq um
die,chipHeight,117,microns
clock_tree,postCtsSetupBuffers,0,
final_timing,period_minus_slack,2.96,ns
place,io_buffer_count,2,
critical_path,cp_slowest_cell,"clkdlybuf4s50_1",
die,core_area,9200,sq um
critical_path,cp.arrival,2.16,ns
synth,netlist_instances,177,
global_route,grt_first_pass_wirelength,5450,microns
final_layout,design_area,1770,sq um
clock_tree,clk_path_buf_depth,2,
critical_path,slowest_delay,0.47,ns
critical_path,reg2reg_from,"counter[0]",
synth,ys_cells,177,
synth,edf_count,0,
final_timing,final_max_slew_viol_count,0,
synth,ys_types,32,
final_timing,rsz0062_at_grt,"false",
final_layout,largestRegisters,"counter x33",
clock_tree,numCtsBuffers,5,
die,chipArea,13700,sq um
final_layout,layout-drive-gt1-share,7.65,%
place,globalplace.congestion,0.822,
synth,ys_area,1550,sq um
clock_tree,clk_latency,0.28,ns
critical_path,crit_type,"reg -> out",
flow_run,tool_warnings,25,
global_route,antenna_found_initial,0,
die,io_pins,3,
power_and_ir_drop,vdd_ir_drop_max,0.105,mV
final_layout,largest_reg_flops,33,
clock_tree,cts-root-buf,"clkbuf_8",
routing,detail_route.wl_per_cell,10.1,microns
final_layout,fillers,1029,
clock_tree,clkSlewWorstSetupHoldPaths,0.07,ns
critical_path,path_delay_family,"simple AND/OR/NAND/NOR gates",
routing,drtAntennaViolNets,0,
clock_tree,cts.sinks,33,
final_timing,hold_viol,0,
[logic make-up (layout without fill, tap and decap cells)]
group                      after synthesis  count (layout)  share of synthesized area (%)
buffers and inverters                    8              14                           2.34
xor gates and xnor gates                26              26                           14.7
DFF                                     33              33                           42.6
and+or+nand+nor                         98              98                           34.9
AOI/OAI and AO/OA                       11              11                           4.68
adders and majority gates                1               1                          0.806
[through the flow]
step                setup slack (ns)  total power [uW]  utilization [%]  hold slack (ns)
finish                          1.04               589             19.2            0.469
global route                   0.906               614             19.2            0.501
CTS                             1.04               595             19.2            0.471
detailed placement              1.34               359             18.4            0.456
global placement                1.40               359             18.4            0.447
floorplan                       2.03               354                -            0.430
[metal layers]
layer	GRT usage, %	wire length, microns
met4	0.577	35
met3	1.24	84
met5	0	0
met2	7.61	1350
met1	6.41	1500
[cell usage in the layout (no fill, tap or decap), drive strengths merged]
master and count:
and3 6, a31oi 2, nand2 12, nor2 34
clkdlybuf4s50 2, or2 1, xor2 19, or3 4
dfxtp 33, nor4bb 1, o2111ai 1, a21oi 3
nor4 7, nand4 10, inv 4, xnor2 7
nor3 1, nor4b 2, o21ai 5, clkbuf 8
and2 1, and4 4, ha 1, nand2b 1
nand3 14
[area by class of cell]
cell class / instances / area (sq um) / area share, %
Sequential cell: 33 / 661 / 37.3
Clock buffer: 8 / 80.1 / 4.53
Inverter: 4 / 15.0 / 0.849
Timing Repair Buffer: 2 / 20.0 / 1.13
Tap cell: 111 / 139 / 7.85
Multi-Input combinational cell: 136 / 855 / 48.3
[Yosys cell counts (all sizes together), types with 4 or more instances]
library cell / instances
dfxtp: 33
xor2: 19
and3: 6
inv: 4
and4: 4
nand2: 12
nand4: 10
nor4: 7
xnor2: 7
or3: 4
o21ai: 5
nand3: 14
nor2: 34
[report_power, final]
group,switching (uW),total [uW],leakage [uW],internal [uW]
logic,8.90,13.6,0.000279,4.75
registers,4.89,338,0.000267,333
clock network,114,237,0.0000395,124
total,128,589,0.000585,461
[worst min path at each step]
| stage | slack (ns) | cells past startpoint | to |
|---|---|---|---|
| 6_report | 0.47 | 1 | counter[0] |
| 5_1_grt | 0.50 | 1 | counter[0] |
| 4_1_cts | 0.47 | 1 | counter[0] |
Power is estimated from default activity; no workload was simulated.
