===== /design/flow/config.mk =====
export PLATFORM = sky130hd
export DESIGN_NAME = AlarmSignal
export DESIGN_NICKNAME = AlarmSignal
export VERILOG_FILES = /design/flow/design.v
export SDC_FILE = /design/flow/constraint.sdc
export NUM_CORES = 4
export LEC_CHECK = 1
export CORE_AREA = 10 10 95 95
export DIE_AREA = 0 0 105 105

===== /design/flow/design.v =====
module AlarmSignal#(
    parameter ALARM_TIME = 10000000
)(
    input logic clk,
    input logic rst,
	 input logic alarm_trigger,
	 output reg [0:6] alarm_signal
);
	logic [$clog2(ALARM_TIME):0] alarm_counter;
     always_ff @(posedge clk) begin
        if (!rst) begin
				alarm_signal[0:6] <= 7'b0000000;
       end else begin
				if (alarm_trigger == 1) begin 
					alarm_counter <= ALARM_TIME;
					alarm_signal[0:6] <= 7'b1111111;
				end
				if (alarm_counter > 0) 
				alarm_counter <= alarm_counter - 1;
			   else alarm_signal[0:6] <= 7'b0000000;
		  end	  
    end
endmodule

===== /design/flow/constraint.sdc =====
current_design AlarmSignal

set clk_period 13.6
set clk_io_pct 0.2

create_clock -name clk0 -period $clk_period [get_ports {clk}]

set non_clock_inputs [all_inputs -no_clocks]
set_input_delay [expr $clk_period * $clk_io_pct] -clock clk0 $non_clock_inputs
set_output_delay [expr $clk_period * $clk_io_pct] -clock clk0 [all_outputs]

===== /design/flow/run.sh =====
#!/bin/bash
# OpenROAD 26Q1-2900-gdf79404cd8, Yosys 0.63+post, stock flow scripts
make -C /OpenROAD-flow-scripts/flow DESIGN_CONFIG=/design/flow/config.mk WORK_HOME=/design/flow/orfs finish

==> notes.md <==
Entry: Yosys synthesis followed by OpenROAD place and route.

Logic synthesis:
- Of the total synthesized cell area, the portion taken by AND-OR and OR-AND cells is 9.85%.
- The synthesis stats list as the most numerous cell edfxtp_1.
- The run gives the instance count of the mapped netlist as 136.
- The run gives the cell type with the largest total area after synthesis as edfxtp_1.
- The run puts the adder and majority gate portion of the synthesized area at 0.842%.
- Of all flip-flops after synthesis, the portion carrying an async set or reset was 0%.
- The run gives the post-synthesis simple-gate area fraction as 25.6%.
- The synth_stat.txt file lists the number of cells as 136.
- The run gives the mux contribution to synthesized area as 0.758%.
- The main area contributors are edfxtp_1, xor2_1, nor2_1, nor3_1, buf_4.
- The run puts the XOR/XNOR share of the synthesized area at 5.89%.
- The run gives the post-synthesis cell type count as 38.
- The run puts the chip area from the yosys synthesis statistics at 1490 µm².
- The run gives the number of register bits inferred by synthesis as 26.
- The run puts the proportion of synthesized chip area in sequential cells at 51.9%.
- The synthesis run identifies the leading combinational cell family as simple AND/OR/NAND/NOR gates.
- Counting instances in the post-synthesis netlist gives the leading cell types as edfxtp_1, nor2_1, nand2_1, nor3_1, xor2_1.
- The run gives the primary flip-flop cell chosen by synthesis mapping as edfxtp_1.
- The run gives the share of the synthesized area in the top cell type as 50.5%.
- The run puts the post-synthesis average cell area at 10.9 µm².
- The cell area that synthesis handed to floorplanning was 1490 µm².
- The run gives the count of flip-flops with a built-in enable after synthesis as 25.
- The run gives the count of yosys warnings during synthesis as 1.

Placement:
- The run gives the detailed placer's ending HPWL as 1880 µm.
- The run gives the final weighted congestion in routability-driven placement as 0.793.
- Counting tap cells, the placed design contains a total of 233 instances.
- The run puts the number of buffer cells added on primary ports at 9.

Drt:
- The run puts the antenna diode count at 0.
- The run gives the routed wire length as 2710 µm.
- The run puts the average via count per standard cell at 4.31.
- The iteration count recorded for the first detailed-route pass is 4.
- The run puts the number of nets still failing antenna checks after routing at 0.
- TritonRoute output was used to compute an average wire per cell of 11.4 µm.
- The run puts the total number of vias at 1,021.
- The run puts the count of unresolved DRC violations after routing at 0.
- The run puts the violation tally from detailed-route iteration zero at 41.

Clocking:
- The root buffer cell chosen for the clock tree is clkbuf_8.
- The clock tree has to reach 26 sinks.
- TritonCTS built the clock tree.
- The run puts the post-cts repair resize count at 0.
- The run puts the maximum clock insertion buffer count at 2.
- In this run, CTS created clock tree buffers numbering 3.
- The run puts the post-CTS repair timing setup buffer count at 0.
- The run gives the number of buffers inserted by hold repair at cts as 0.
- The run gives the number of H-tree branching levels as 1.
- For reference, the clock transition at the flip-flops on the worst setup and hold paths is 0.09 ns.
- The run gives the later-pin clock latency in the skew report as 0.27 ns.

STA:
- The max-slew check reports its worst relative slack as 67.8%.
- The tightest hold path in the finished design has a slack of 0.625 ns.
- Setup repair after global routing left no endpoint under its margin.
- The run gives the final period utilization as 28.9%.
- The final max-slew violation count recorded for this run is 0.
- The run gives the final tally of setup violations as 0.
- The run gives the slew at the pin with the worst max-slew slack as 0.479 ns.
- The run gives the worst clock skew on the final layout as 0.00215 ns.
- The worst path needs 3.94 ns of the cycle, external delays included.
- Setup total negative slack on the finished layout was measured at 0 ns.
- The run gives the count of endpoints failing hold in the final timing report as 0.
- The run puts the highest clock rate at 0.254 GHz.

Run:
- The run puts the max-capacitance violation count at 0.
- The stage logs contain a warning count of 25.

Setup path:
- At the worst endpoint, the required time is 10.88 ns.
- Walking the worst path, the cells encountered are clkdlybuf4s50_1.
- Looking at the setup timing report, the critical path kind is reg2out.
- The run gives the type of origin of the critical path as a register.
- The run gives the maximum fanout along the worst path as 8.
- Looking at the critical path, the single cell with the biggest stage delay is clkdlybuf4s50_1.
- Looking at the reg2reg group, the worst path starts from alarm_counter[0]$_SDFFCE_PP0P_.
- STA puts the critical path data arrival time at 1.22 ns.
- Among cell families on the critical path, the largest total delay comes from buffers and inverters.
- Tracing the worst setup path back leads to its startpoint at alarm_signal[6]$_SDFFE_PN0P_.
- The longest incremental delay of any stage on the critical path is reported as 0.52 ns.
- The run puts the sum of buffers and inverters on the critical path at 1.
- The run gives the reg-to-reg setup timing slack as 11.03 ns.
- STA classifies the critical path endpoint as an output port.

Power:
- The run puts the worst ir drop on vdd at 0.0259 mV.
- The leakage power in the latest report is 0.497 nW.
- Overall power consumption after layout is estimated at 0.165 mW.
- The run puts the cell area power density at 97.5 nW/µm².

Final layout:
- The run puts the share of cells above drive strength 1 at 9.93%.
- The run puts the final standard cell count with taps included and fillers excluded at 237.
- The run puts the synthesis-to-finish area growth at 14.1%.
- The run puts the core occupancy in the finished layout at 24.6%.
- Per the layout report, the design carries 730 filler cells.

Global route:
- The run gives the global-route usage over all layers as 4.94%.
- The run puts the first-pass GRT wire length at 4740 µm.
- The number of global-route vias before repair is 980.
- The run puts the number of antenna violations at the first check in global routing at 0.
- The run gives the largest net degree at the start of global routing as 26.
- Summed over all layers, the global routing overflow is 0.

Floorplanning:
- Per the OpenROAD floorplan log, the area of the core is 6910 µm².
- The floorplan step set the die height to 105 µm.
- The run gives the number of top-level pins as 10.
- The run gives the initial core utilization as 21.5%.
- The initialized floorplan defines 30 standard-cell rows.
- The run puts the overall die area at 11,000 µm².
- The horizontal die dimension reported for this design is 105 µm.

Min path:
- STA reports the tightest min-delay check as being of type reg2reg.
- The run gives the hold path startpoint as alarm_counter[0]$_SDFFCE_PP0P_.

Run status:
- The run finished with clean final reports.
worst paths after layout:
kind                                          to  depth (start not counted)
setup / recovery                 alarm_signal[3]                          1
hold / removal    alarm_counter[0]$_SDFFCE_PP0P_                          1
hold reg to reg   alarm_counter[0]$_SDFFCE_PP0P_                          1
setup reg to reg  alarm_counter[4]$_SDFFCE_PP0P_                          7
cell usage in the layout, fill, tap and decap left out, types with 2 or more instances in the layout:
cell type,Yosys,layout
edfxtp_1,25,25
nor2_1,13,13
nor3_1,9,9
nand2_1,9,9
clkdlybuf4s50_1,0,9
xor2_1,7,7
o21ai_0,6,6
a21oi_1,6,6
nand3_1,5,5
or4_1,5,5
o31ai_1,5,5
or3_1,4,4
clkbuf_8,0,4
nand4_1,3,3
xnor2_1,3,3
inv_1,2,2
nor4_4,2,2
or2_2,2,2
o41ai_1,2,2
or4b_1,2,2
buf_4,6,2
sequential cells by signal, indices dropped and copies added, names as in the netlist:
signal / flops
alarm_counter: 25
alarm_signal: 1
layer usage:
metal / GRT usage (%) / part of all wire (%)
met5: 0 / 0
met4: 0.882 / 1.5
met3: 1.43 / 3.8
met2: 7.43 / 41
met1: 7.03 / 54
where the power goes:
part | switching (mW) | total (mW) | internal, mW
clock | 0.0234 | 0.0493 | 0.0258
sequential | 0.00645 | 0.101 | 0.0944
combinational | 0.00725 | 0.0154 | 0.00814
logic make-up after synthesis:
kind of cell,count (synthesis)
AND-OR/OR-AND,23
XOR/XNOR,10
adder cells (fa/ha/maj),1
buffers and inverters,12
flip-flops,26
multiplexers,1
AND/OR/NAND/NOR,63
stage by stage:
stage	cell area [µm²]	worst slack, ns
6_report	1700	9.66
5_1_grt	1700	9.60
4_1_cts	1700	9.64
3_5_place_dp	1640	9.62
3_3_place_gp	1640	9.63
2_1_floorplan	1490	9.87
area by class of cell:
type | count | area, µm² | share of cell area (%)
Sequential cell | 26 | 771 | 45.4
Multi-Input combinational cell | 98 | 638 | 37.6
Tap cell | 96 | 120 | 7.08
Timing Repair Buffer | 11 | 105 | 6.19
Clock buffer | 4 | 55.1 | 3.24
Inverter | 2 | 7.51 | 0.442
Power and IR drop assume default switching activity.
