$ cat /design/flow/config.mk
export PLATFORM = sky130hd
export DESIGN_NAME = TimeCounter
export DESIGN_NICKNAME = TimeCounter
export VERILOG_FILES = /design/flow/design.v
export SDC_FILE = /design/flow/constraint.sdc
export NUM_CORES = 4
export LEC_CHECK = 1
export CORE_AREA = 10 10 70 70
export DIE_AREA = 0 0 80 80
$ cat /design/flow/constraint.sdc
current_design TimeCounter

set clk_period 5.1
set clk_io_pct 0.2

create_clock -name clk0 -period $clk_period [get_ports {clk}]

set non_clock_inputs [all_inputs -no_clocks]
set_input_delay [expr $clk_period * $clk_io_pct] -clock clk0 $non_clock_inputs
set_output_delay [expr $clk_period * $clk_io_pct] -clock clk0 [all_outputs]
$ cat /design/flow/design.v
module TimeCounter #(
    parameter MAX_COUNT = 60   
)(
    input  logic clk,
    input  logic rst,
    input  logic inc_tick,  
	 output logic [$clog2(MAX_COUNT):0] counter,  
    output logic [$clog2(10):0] counter_out_unit,  
	 output logic [$clog2(10):0] counter_out_ten,  
    output logic rollover  
);
     always_ff @(posedge clk) begin
        if (!rst)
            counter <= 0;
        else if (inc_tick) begin
            if (counter == MAX_COUNT - 1)
                counter <= 0;
            else
                counter <= counter + 1;
        end
    end
	 assign counter_out_unit = counter % 10;
	 assign counter_out_ten = counter / 10;
    assign rollover = (counter == MAX_COUNT - 1) && inc_tick;
endmodule
$ cat /design/flow/run.sh
#!/bin/bash
# OpenROAD 26Q1-2900-gdf79404cd8, Yosys 0.63+post, stock flow scripts
make -C /OpenROAD-flow-scripts/flow DESIGN_CONFIG=/design/flow/config.mk WORK_HOME=/design/flow/orfs finish
==> reports/qor.json <==
{
  "run_status": {"value": "completed"},
  "largest_reg_flops": {"value": 7},
  "synthesis.yosys.warnings": {"value": 1},
  "post-cts-setup-buffer-count": {"value": 0},
  "global_route.overflow_total": {"value": 0},
  "post_layout_worst_setup_margin": {"value": 0.389, "unit": "ns"},
  "cts_sinks": {"value": 7},
  "global_route_wire_length_before_repair": {"value": 3950, "unit": "um"},
  "largest_driver_fanout_on_the_critical_path": {"value": 16},
  "ys_area": {"value": 962, "unit": "sq um"},
  "synthesized_flop_and_latch_total": {"value": 7},
  "drt_iter0_markers": {"value": 83},
  "finalClockSkew": {"value": 0.00254, "unit": "ns"},
  "critical_path.slowest_cell": {"value": "dfxtp_1"},
  "ir_drop": {"value": 0.000108, "unit": "V"},
  "dpl_cell_area": {"value": 1150, "unit": "sq um"},
  "crit_family": {"value": "AND-OR/OR-AND gates"},
  "path_clk_slew": {"value": 0.05, "unit": "ns"},
  "totalWireLength": {"value": 2370, "unit": "um"},
  "placeableCoreArea": {"value": 3420, "unit": "sq um"},
  "buffer_ports.inserted": {"value": 19},
  "power_per_cell_area": {"value": 113, "unit": "nW/um^2"},
  "pin_count": {"value": 21},
  "critical_path.endpoint_type": {"value": "output pin"},
  "fp_util": {"value": 0.282},
  "drtPass1Iterations": {"value": 4},
  "totalNegativeSetupSlack": {"value": 0, "unit": "ns"},
  "htree_num_levels": {"value": 1},
  "warnings": {"value": 27},
  "largest-register": {"value": "counter"},
  "setup.worst_path.start_class": {"value": "register"},
  "wl_per_cell": {"value": 12.4, "unit": "um"},
  "post_synth_edffs": {"value": 0},
  "tightestPinTransition": {"value": 0.605, "unit": "ns"},
  "route.antenna.remaining_nets": {"value": 0},
  "fp.dieW": {"value": 80, "unit": "um"},
  "final_hold_viol_count": {"value": 0},
  "global_route.usage.total": {"value": 0.0725},
  "crit_path_cell_trace": {"value": "nor2_1 > inv_1 > ha_1 > nor2b_2 > a2111oi_0 > a31oi_1 > o22ai_4 > nor2_4 > inv_2 > maj3_2 > o211ai_2 > xnor2_1 > clkdlybuf4s50_1"},
  "die.size.y": {"value": 80, "unit": "um"},
  "async_flop_share": {"value": 0},
  "detailroute.via_count": {"value": 968},
  "fill_cell_total_of_the_finished_layout": {"value": 387},
  "power.leakage": {"value": 0.444, "unit": "nW"},
  "final.min_clock_period": {"value": 4.71, "unit": "ns"},
  "final_layout_top_logic_cell": {"value": "clkdlybuf4s50_1"},
  "worst_slew_margin_relative_to_its_limit": {"value": 0.596},
  "grt_start_max_net_pins": {"value": 20},
  "path_class": {"value": "register to output pin"},
  "dieArea": {"value": 6400, "unit": "sq um"},
  "syn_to_final_growth": {"value": 22.2, "unit": "%"},
  "post_drt_via_cell_ratio": {"value": 5.07},
  "synth_seq_share": {"value": 0.146},
  "numCtsBuffers": {"value": 3},
  "synth-main-ff-cell": {"value": "dfxtp_1"},
  "cts.path.max_buffers": {"value": 2},
  "cts.root.buffer_cell": {"value": "clkbuf_4"},
  "initial_antenna_violation_count": {"value": 0},
  "clk-insertion-delay-late": {"value": 0.25, "unit": "ns"},
  "number_of_instances_in_the_synthesized_netlist": {"value": 133},
  "timing.final.max_slew_violations": {"value": 0},
  "mostFrequentLayoutCells": {"value": "clkdlybuf4s50_1, nor2_1, nand2_1"},
  "drv_cap": {"value": 0},
  "biggestRegsByFlops": {"value": "counter: 7 flops"},
  "worstHoldPathType": {"value": "register to register"},
  "yosys.cell_types.count": {"value": 49},
  "period_used_share": {"value": 0.924},
  "arrival_time_of_data_at_the_critical_path_endpoint": {"value": 3.69, "unit": "ns"},
  "syn_area": {"value": 962, "unit": "sq um"},
  "worst_path_largest_cell_delay": {"value": 0.65, "unit": "ns"},
  "max_freq": {"value": 212, "unit": "MHz"},
  "place.gp.congestion": {"value": 0.870},
  "ys_cells": {"value": 133},
  "post_synthesis_average_cell_area": {"value": 7.23, "unit": "sq um"},
  "setup_violations": {"value": 0},
  "design_area": {"value": 1180, "unit": "sq um"},
  "share_of_layout_cells_above_drive_strength_1": {"value": 0.0966},
  "std_cell_rows": {"value": 21},
  "cts_tree": {"value": "built"},
  "critical_path_required": {"value": 4.08, "unit": "ns"},
  "place_hpwl": {"value": 1750, "unit": "um"},
  "detailedPlace.worstSlack": {"value": 0.479, "unit": "ns"},
  "via_count_of_the_first_global_routing_pass": {"value": 853},
  "drt_drc_violations_left": {"value": 0},
  "diodes": {"value": 0},
  "grt_setup_unrepaired": {"value": "false"},
  "cp.buffers_inverters": {"value": 3}
}
[cells in the mapped netlist, types with 3 or more instances]
cell	count	area share
a21o_1	4	0.031
a21oi_1	7	0.036
buf_2	5	0.026
clkbuf_1	3	0.012
dfxtp_1	7	0.15
ha_1	4	0.052
inv_1	8	0.031
nand2_1	12	0.047
nand2b_1	6	0.039
nand4_1	3	0.020
nor2_1	15	0.059
nor2b_1	4	0.026
o21ai_0	4	0.021
xnor2_1	7	0.064
[power by group]
group | internal (mW) | switching, mW | leakage, nW
clock | 0.0299 | 0.0204 | 0.0150
sequential | 0.0565 | 0.00430 | 0.0568
combinational | 0.0136 | 0.00873 | 0.372
total | 0.0999 | 0.0334 | 0.444
[logic make-up (layout without fill, tap and decap cells)]
| logic type | Yosys count | count (layout) | synth area share |
|---|---|---|---|
| compound gates | 38 | 38 | 0.316 |
| mux | 1 | 1 | 0.0104 |
| fa+ha+maj | 6 | 6 | 0.0754 |
| flops | 7 | 7 | 0.146 |
| xor+xnor | 8 | 8 | 0.0728 |
| other cells | 1 | 1 | 0.00390 |
| simple gates | 52 | 52 | 0.276 |
| buf+inv | 20 | 32 | 0.100 |
[repair_timing]
action	CTS	global route
hold buffers	0	0
endpoints found under the setup margin	0	4
resized	0	1
[metrics by stage]
| step | power [mW] | std cells | util | hold WS [ns] |
|---|---|---|---|---|
| 4_1_cts | 0.137 | 191 | 0.344 | 0.619 |
| 5_1_grt | 0.143 | 191 | 0.344 | 0.661 |
| 3_5_place_dp | 0.0849 | 187 | 0.336 | 0.612 |
| 2_1_floorplan | 0.0753 | 133 | - | 0.550 |
| 6_report | 0.133 | 191 | 0.344 | 0.609 |
| 3_3_place_gp | 0.0845 | 187 | 0.336 | 0.603 |
[per-layer routing]
metal / global-route usage / part of all wire / wire length, um
met5: 0 / 0 / 0
met4: 0.00528 / 0.0063 / 15
met3: 0.0284 / 0.076 / 180
met2: 0.106 / 0.42 / 1000
met1: 0.102 / 0.49 / 1170
[final cells by class]
type                            count  area (sq um)  area share
Clock buffer                        4          26.3      0.0223
Sequential cell                     7           140       0.119
Inverter                            9          33.8      0.0287
Timing Repair Buffer               19           190       0.162
Multi-Input combinational cell    106           728       0.619
Tap cell                           46          57.6      0.0489
[tightest hold or removal path: stages (launching register included)]
cell and delay [ns]:
dfxtp_1 0.36, xnor2_1 0.17, nor2_1 0.04
[worst paths after layout]
| path | start | endpoint | slack, ns | cells past startpoint |
|---|---|---|---|---|
| max | counter[5]$_SDFFE_PN0P_ | counter_out_unit[1] | 0.39 | 13 |
| min | counter[0]$_SDFFE_PN0P_ | counter[0]$_SDFFE_PN0P_ | 0.61 | 2 |
| min reg2reg | counter[0]$_SDFFE_PN0P_ | counter[0]$_SDFFE_PN0P_ | 0.61 | 2 |
| max reg2reg | counter[3]$_SDFFE_PN0P_ | counter[1]$_SDFFE_PN0P_ | 3.33 | 4 |
No activity file was given, so power comes from the tool's default toggle rates.
